**flow/design.v**
```verilog
`timescale 1ns / 1ps
module SAL_FIFO #(
    parameter       DEPTH_LG2           = 4,
    parameter       DATA_WIDTH          = 32,
    parameter       AFULL_THRES         = ((1<<DEPTH_LG2)-1),
    parameter       AEMPTY_THRES        = 1
)
(
    input   wire                        clk,
    input   wire                        rst_n,
    output  wire                        full_o,
    output  wire                        afull_o,
    input   wire                        wren_i,
    input   wire    [DATA_WIDTH-1:0]    wdata_i,
    output  wire                        empty_o,
    output  wire                        aempty_o,
    input   wire                        rden_i,
    output  wire    [DATA_WIDTH-1:0]    rdata_o
);
    localparam  FIFO_DEPTH              = (1<<DEPTH_LG2);
    reg     [DATA_WIDTH-1:0]            data[FIFO_DEPTH];
    reg                                 full,       full_n,
                                        afull,      afull_n,
                                        empty,      empty_n,
                                        aempty,     aempty_n;
    reg     [DEPTH_LG2:0]               wrptr,      wrptr_n,
                                        rdptr,      rdptr_n;
    reg     [DEPTH_LG2-1:0]             cnt,        cnt_n;                                
    always_ff @(posedge clk)
        if (!rst_n) begin
            full                        <= 1'b0;
            afull                       <= 1'b0;
            empty                       <= 1'b1;     
            aempty                      <= 1'b1;
            wrptr                       <= {(DEPTH_LG2+1){1'b0}};
            rdptr                       <= {(DEPTH_LG2+1){1'b0}};
            cnt                         <= {DEPTH_LG2{1'b0}};
            for (int i=0; i<FIFO_DEPTH; i=i+1) begin
                data[i]                     <= {DATA_WIDTH{1'b0}};
            end
        end
        else begin
            full                        <= full_n;
            afull                       <= afull_n;
            empty                       <= empty_n;
            aempty                      <= aempty_n;
            wrptr                       <= wrptr_n;
            rdptr                       <= rdptr_n;
            cnt                         <= cnt_n;
            if (wren_i) begin
                data[wrptr[DEPTH_LG2-1:0]]  <= wdata_i;
            end
        end
    always_comb begin
        wrptr_n                     = wrptr;
        rdptr_n                     = rdptr;
        cnt_n                       = cnt;
        if (wren_i & ~full) begin
            wrptr_n                     = wrptr + 'd1;
        end
        if (rden_i & ~empty) begin
            rdptr_n                     = rdptr + 'd1;
        end
        if (wren_i & ~rden_i) begin
            cnt_n                       = cnt + 'd1;
        end
        else if (~wren_i & rden_i) begin
            cnt_n                       = cnt - 'd1;
        end
        full_n                      = (wrptr_n[DEPTH_LG2]!=rdptr_n[DEPTH_LG2])
                                     &(wrptr_n[DEPTH_LG2-1:0]==rdptr_n[DEPTH_LG2-1:0]);
        afull_n                     = (cnt_n >= AFULL_THRES);
        empty_n                     = (wrptr_n == rdptr_n);
        aempty_n                    = (cnt_n <= AFULL_THRES);
    end
    // synthesis translate_off
    always @(posedge clk) begin
        if (full_o & wren_i) begin
            $display("@%t FIFO %m overflow", $time);
            @(posedge clk);
            $finish;
        end
    end
    always @(posedge clk) begin
        if (empty_o & rden_i) begin
            $display("@%t FIFO %m underflow", $time);
            @(posedge clk);
            $finish;
        end
    end
    // synthesis translate_on
    assign  full_o                      = full;
    assign  afull_o                     = afull;
    assign  empty_o                     = empty;
    assign  aempty_o                    = aempty;
    assign  rdata_o                     = data[rdptr[DEPTH_LG2-1:0]];
endmodule
```
**flow/run.sh**
```bash
#!/bin/bash
# OpenROAD 26Q1-2900-gdf79404cd8, Yosys 0.63+post, stock flow scripts
make -C /OpenROAD-flow-scripts/flow DESIGN_CONFIG=/design/flow/config.mk WORK_HOME=/design/flow/orfs finish
```
**flow/config.mk**
```make
export PLATFORM = sky130hd
export DESIGN_NAME = SAL_FIFO
export DESIGN_NICKNAME = SAL_FIFO
export VERILOG_FILES = /design/flow/design.v
export SDC_FILE = /design/flow/constraint.sdc
export NUM_CORES = 4
export LEC_CHECK = 1
export CORE_UTILIZATION = 30
```
**flow/constraint.sdc**
```tcl
current_design SAL_FIFO

set clk_period 9.6
set clk_io_pct 0.2

create_clock -name clk0 -period $clk_period [get_ports {clk}]

set non_clock_inputs [all_inputs -no_clocks]
set_input_delay [expr $clk_period * $clk_io_pct] -clock clk0 $non_clock_inputs
set_output_delay [expr $clk_period * $clk_io_pct] -clock clk0 [all_outputs]
```
==> run summary <==
yosys + openroad results -> Async SR Flop Fraction 0%, HPWL Detailed 31,900 microns, # Cells Yosys 1,602, vias in the first global route 15,000, kind of end point of the critical path primary output, Seq/Total Area, Yosys 64.8%, first-pass GRT wire length 93,500 microns, Synth Area per Inst 15.1 sq um, CTS H-tree depth 2, GP Congestion 0.794, fin crit period 5990 ps, wire per inst 23.3 microns, antenna violations before repair 4, worst vdd ir 0.143 mV, Port Buf Inserts 70, Reg clk slew, reported paths 60 ps, Hold Path Origin rdptr[4]$_SDFF_PN0_, Max transition margin 39.7%, I/O Pins 72, status complete, no violations, final setup TNS 0 ps, HP Class register to register, CTS tree yes, DR vias 13,900, routed length on met3 8360 microns, CP Launch Type register, total length of routed wires 62,100 microns, Design Area, Final 27,500 sq um, share of layout cells above drive strength 1 17.1%, Static Leak 11.1 nW, area delta synth->final 13.5%, pin count of the biggest net entering global routing 93, # Max-Cap Violations 0, warnings from Yosys 2, Highest Signal Layer met5, RR Startpoint wrptr[2]$_SDFF_PN0_, Late-Pin Clk Latency 610 ps, Die H 286 microns, power density cells 192 nW/um^2, fin. max-slew vios 0, tool warning count 29, Commonest flop edfxtp_1, hold buffer count at cts 0, FMAX 167 MHz, CTS buffer count 54, clock skew 15.7 ps, WL met1 22,000 microns, Final ANT Viol Nets 0, Critical Path Source rdptr[1]$_SDFF_PN0_, Placed Area 25,900 sq um, Max Buffers Root-to-Sink 3, Fillers 7,302, met2 routed WL 30,400 microns, gr usage total 16.3%, register bit total from synthesis 529, Residual DRC 0, row cnt 103, Register Area 15,700 sq um, Pre-Place Util 30.5%, Chip Area, Yosys 24,300 sq um, die area 82,000 sq um, Synth Cell Area 24,300 sq um, DR iter-0 viols 820, Setup Buffers After CTS 0, Critical Path AT 4070 ps, Pre-antenna DRT Iters 5, Worst Tran Pin Value 903 ps, Final Hold Vio Count 0, crit path max fanout 54, Cell Type Count 36, GRT Residual Overflow 0, CP Class register to primary output, Root Buffer clkbuf_16, cycle use final 62.4%, RSZ-0062 raised after global routing no, PostCTS Resize Cnt 0, sinks on the clock net 529, number of synthesized flops with an enable pin 512, MI comb area 7770 sq um, Cells after Synth 1,602, Via-to-Cell Ratio 5.22, Horiz. Die Dim 286 microns, final setup fails 0, Core Region 79,500 sq um, CP required 7680 ps
==> cell type report <==
cell class | instances | area share [%]
repair buffers | 110 | 3.68
well taps | 1050 | 4.77
clock inverters | 36 | 0.986
clock buffers | 65 | 5.13
diodes | 2 | 0.0182
multi-input cells | 871 | 28.2
flip-flops and latches | 529 | 57.1
inverters | 6 | 0.0818
==> flip-flops by register name, indices dropped and copies added, names as in the netlist <==
| signal | count |
|---|---|
| data | 512 |
| rdptr | 5 |
| wrptr | 5 |
| cnt | 4 |
| afull | 1 |
| empty | 1 |
| full | 1 |
==> report_power, final <==
part | switching, mW | total, mW | internal, mW | leakage (nW)
Combinational | 0.338 | 0.603 | 0.265 | 4.80
Sequential | 0.0409 | 2.66 | 2.62 | 5.44
Clock | 0.884 | 2.01 | 1.13 | 0.830
==> kinds of logic (layout without fill, tap and decap cells) <==
group / count (synthesis) / in the layout / share of synthesized area (%)
simple gates: 614 / 614 / 15.4
flops: 529 / 529 / 64.8
other cells: 1 / 3 / 0.0155
compound gates: 68 / 68 / 1.77
mux: 164 / 164 / 13.4
buf+inv: 202 / 217 / 3.67
fa+ha+maj: 7 / 7 / 0.361
xor+xnor: 17 / 17 / 0.614
==> layer usage <==
metal / GRT usage, % / up-vias
li1: - / 6199
met4: 3.21 / 4
met2: 25.6 / 802
met3: 10.7 / 90
met1: 18.8 / 6841
met5: 0.581 / -
==> cells in the final DEF (no fill, tap or decap), types with 3 or more instances in the layout <==
| cell | n |
|---|---|
| xnor2_1 | 10 |
| a21oi_1 | 33 |
| ha_4 | 4 |
| ha_1 | 3 |
| nand2_1 | 17 |
| a211oi_1 | 32 |
| nand2b_1 | 3 |
| clkinv_2 | 17 |
| inv_1 | 5 |
| dfxtp_1 | 13 |
| nand3_1 | 4 |
| mux4_2 | 128 |
| clkdlybuf4s50_1 | 70 |
| nor2b_1 | 33 |
| nand2_2 | 17 |
| clkinv_1 | 12 |
| xor2_1 | 7 |
| mux2i_1 | 36 |
| bufinv_16 | 3 |
| clkbuf_16 | 55 |
| and3_1 | 512 |
| edfxtp_1 | 512 |
| clkinvlp_4 | 3 |
| dfxtp_4 | 4 |
| clkbuf_1 | 10 |
| buf_4 | 39 |
| nor2_1 | 13 |
| and2_1 | 6 |
==> synth_stat cells, types with 3 or more instances <==
library cell	instances	area [sq um]
and3_1	512	3200
edfxtp_1	512	15400
clkbuf_1	163	612
mux4_2	128	2880
mux2i_1	36	360
a21oi_1	33	165
nand2_1	33	124
nor2b_1	33	206
a211oi_1	32	240
dfxtp_1	17	340
buf_2	14	70.1
nor2_1	14	52.6
xnor2_1	10	87.6
buf_6	8	90.1
ha_1	7	87.6
xor2_1	7	61.3
and2_1	6	37.5
buf_4	5	37.5
inv_1	5	18.8
nand3_1	4	20.0
buf_1	3	11.3
nand2b_1	3	18.8
==> stage by stage <==
step                      utilization, %  setup slack [ps]  hold slack [ps]  instances  power, mW
final                               34.6              3610              552       2669       5.28
after floorplan                        -              5720              500       1602       3.09
after global placement              32.5              3910              517       2566       3.32
after global routing                34.6              3300              591       2669       5.46
after CTS                           34.6              3470              561       2667       5.33
after detailed placement            32.5              3890              539       2566       3.33
==> critical path: stages (launching register included) <==
cell and delay, ps:
dfxtp_4 710, buf_4 590, buf_4 730, mux4_2 350, mux2i_1 70, a21oi_1 400, clkdlybuf4s50_1 550
==> final timing paths <==
| kind | slack, ps | end | depth (start not counted) |
|---|---|---|---|
| max | 3610 | rdata_o[28] | 6 |
| min reg2reg | 550 | rdptr[4]$_SDFF_PN0_ | 2 |
| max reg2reg | 6290 | data[7][20]$_SDFFCE_PN0P_ | 6 |
| min | 550 | rdptr[4]$_SDFF_PN0_ | 2 |
Power figures rest on the tool's default switching activity, not on a simulated workload.
