File: design/flow/design.v
module TLP_DEPACKETIZER
(
    input    wire [1023:0]	data_i,
    output   wire			tlp_ready_o,
    input    wire			tlp_valid_i,
    output   wire  [2:0]		header_fmt_o,
    output   wire  [4:0]		header_type_o,
    output   wire  [2:0]		header_tc_o,
    output   wire  [9:0]		header_length_o,
    output   wire  [15:0]		header_requestID_o,
    output   wire  [15:0]		header_completID_o,
    output   wire  [511:0]      data_out,
    output   wire  [31:0]       addr_out	
);
    reg [2:0] 		header_fmt;
    reg [4:0] 		header_type;
    reg [2:0]		header_tc;
    reg [9:0]		header_length;
    reg [15:0]		header_requestID;
    reg [15:0]		header_completID;
    reg [511:0]    	data;
    reg [31:0]     	addr;	
    localparam  	CPLD  	= 8'b01001010,	 
					CPL		= 8'b00001010,	 
                    MWR  	= 8'b01000000,	 
					MRD		= 8'b00000000;	 
    always_comb begin
        header_fmt 	= 'd0;
        header_type = 'd0;
        data    	= 'd0;
        if (tlp_valid_i) begin
            header_fmt  = data_i[607:605];
            header_type = data_i[604:600];
            case ({header_fmt,header_type})
            CPLD: begin
                header_tc 			= data_i[598:596];
				header_length 		= data_i[585:576];
				header_requestID 	= data_i[575:560];
				header_completID 	= data_i[543:528];
				data	    		= data_i[511:0];
				addr				= 'd0;
            end
			CPL: begin
                 header_tc 			= data_i[598:596];
				header_length 		= data_i[585:576];
				header_requestID 	= data_i[575:560];
				header_completID 	= data_i[543:528];
                addr				= 'd0;
            end
            MRD: begin
				header_tc 			= data_i[598:596];
				header_length 		= data_i[585:576];
				header_requestID 	= data_i[575:560];
				addr 				= data_i[543:528];
				header_completID 	= 'd0;
				end
			MWR: begin
				header_tc 			= data_i[598:596];
				header_length 		= data_i[585:576];
				header_requestID 	= data_i[575:560];
				addr 				= data_i[543:528];
				data	    		= data_i[511:0];
				header_completID 	= 'd0;
            end
            default: begin    
                header_tc	 		= 'd0;
                header_length	 	= 'd0;
                header_requestID 	= 'd0;
                header_completID 	= 'd0;
                addr				= 'd0;
            end
            endcase
		end
        else begin
            header_tc	 		= 'd0;
            header_length	 	= 'd0;
     	    header_requestID 	= 'd0;
     	    header_completID 	= 'd0;
            addr				= 'd0;
        end
    end
    assign tlp_ready_o = 1'b1;
    assign header_fmt_o 		= header_fmt;
    assign header_type_o 		= header_type;
    assign header_tc_o 			= header_tc;
    assign header_length_o 		= header_length;
    assign header_requestID_o 	= header_requestID;
    assign header_completID_o 	= header_completID;
    assign data_out = data;
    assign addr_out = addr;	
endmodule 
File: design/flow/run.sh
#!/bin/bash
# OpenROAD 26Q1-2900-gdf79404cd8, Yosys 0.63+post, stock flow scripts
make -C /OpenROAD-flow-scripts/flow DESIGN_CONFIG=/design/flow/config.mk WORK_HOME=/design/flow/orfs finish
File: design/flow/config.mk
export PLATFORM = sky130hd
export DESIGN_NAME = TLP_DEPACKETIZER
export DESIGN_NICKNAME = TLP_DEPACKETIZER
export VERILOG_FILES = /design/flow/design.v
export SDC_FILE = /design/flow/constraint.sdc
export NUM_CORES = 4
export LEC_CHECK = 1
export CORE_AREA = 10 10 619 619
export DIE_AREA = 0 0 629 629
File: design/flow/constraint.sdc
current_design TLP_DEPACKETIZER

set clk_period 58.0
set clk_io_pct 0.2

create_clock -name clk0 -period $clk_period

set non_clock_inputs [all_inputs -no_clocks]
set_input_delay [expr $clk_period * $clk_io_pct] -clock clk0 $non_clock_inputs
set_output_delay [expr $clk_period * $clk_io_pct] -clock clk0 [all_outputs]
==> metrics.yaml <==
yosys:
  synth.most_common_cell: "nor4_1"
  common_cells: "541 x nor4_1, 512 x nand3_1, 177 x clkbuf_1"
  avgSynthCellArea_um2: 5.56
  top_area_frac: 0.414
  ys_cells: 1469
  synth_cell_type_count: 18
  synthesis.area_um2: 8170
  syn-instance-count: 1469
  ys_area_um2: 8170
  largest_area_cell: "nor4_1"
  ys_warn_count: 1
  area_leaders: "nor4_1 41%, nand3_1 31%, clkbuf_1 8.1%"
  ys_seq_frac: 0
power:
  seqPwrFrac: 0
  vdd_drop_max_v: 0.00000499
  power_density_nw_per_um2: 3.91
  power_switching_mw: 0.0528
  power_mw: 0.0961
  clockPowerShare: 0
  pwr-share-comb: 1.000
  p_int_mw: 0.0433
  p_leak_nw: 5.22
  switching_share: 0.549
global_routing:
  grt.total_usage: 0.155
  gr-total-overflow: 0
  grt_pass1_vias: 16200
  grt_pass1_wl_mm: 355
  grt_max_degree: 131
  antenna_found_initial: 313
timing:
  final_max_slew_viol_count: 0
  fin_crit_ps: 28610
  rsz0062_at_grt: "no"
  worst_pin_slew_ps: 974
  hold_violations: 0
  tns_ps: 0
  fmax_mhz: 35.0
  finalCritPeriodShare: 0.493
  max_slew_margin: 0.345
  fin_hold_ws_ps: 23950
  setup-violations-final: 0
cells_and_area:
  num-fill-cells: 43400
  final_cell_area_um2: 24600
  area_growth_syn_to_layout_pct: 201
  flops: 0
  final_util: 0.0667
  layout-drive-gt1-share: 0.0225
  regArea_um2: 0
  clockBufferCount: 0
setup_path:
  start_kind: "primary input"
  crit_arrival_ps: 17010
  cp-endpoint: "data_out[449]"
  worstSetupPathType: "primary input to output port"
  cp-end-kind: "output port"
  crit_fanout: 85
  crit_start: "data_i[604]"
  cp.required_ps: 46400
drt:
  vias: 18300
  routedWlPerCell_um: 43.2
  drt-pass1-iter-count: 6
  drc: 0
  drt-vias-per-instance: 2.50
  postRouteAntennaNets: 0
  wirelength_mm: 318
  drtIter0Drc: 1663
min_path:
  hp-class: "primary input to output port"
  hold_depth: 4
place:
  gp_congestion: 0.897
  dpl.hpwl_mm: 302
  dpl_cell_area_um2: 24500
  portBuffers: 1147
die:
  core_area_um2: 369000
  die_w_um: 629
  row_count: 223
  pin_count: 1623
  chipArea_um2: 396000
  initCoreUtil: 0.0221
  die_h_um: 629
clock_tree:
  cts_setup_buffers: 0
  cts_hold_buf: 0
  cts_resized: 0
outcome:
  status: "finished, final reports clean"
run:
  drv_cap: 0
  tool_warnings: 496
==> metrics by stage <==
stage                     worst slack (ps)  instances
after global routing                 29120       7326
final                                29390       7344
after global placement               29540       7304
after detailed placement             29530       7304
after floorplan                      33820       1484
after CTS                            29520       7304
==> logic make-up (layout without fill, tap and decap cells) <==
kind of cell / Yosys count / count (layout) / synth area share
XOR/XNOR: 1 / 1 / 0.00107
buffers and inverters: 327 / 1197 / 0.220
other: 2 / 57 / 0.000919
AND/OR/NAND/NOR: 1139 / 1139 / 0.778
==> layout by cell type (no fill, tap or decap), types with 5 or more instances in the layout <==
cell	count
buf_4	45
diode_2	40
nor3_1	32
inv_1	5
clkdlybuf4s50_1	1144
nor4_1	541
nand3_1	512
nand2_1	40
and2_1	8
conb_1	17
==> power by group through the flow <==
| stage | registers, mW | clock network, mW | logic, mW |
|---|---|---|---|
| final | 0 | 0.0000000277 | 0.0961 |
| after global routing | 0 | 0.0000000522 | 0.103 |
| after CTS | 0 | 0 | 0.0964 |
==> per-layer routing <==
metal | vias to the layer above | GRT usage | wire length [um]
li1 | 7614 | - | -
met1 | 8415 | 0.143 | 97100
met2 | 1493 | 0.250 | 143000
met3 | 624 | 0.149 | 65700
met4 | 190 | 0.0324 | 10700
met5 | - | 0 | 1260
==> worst max-delay path, stage by stage <==
cell and delay, ps:
clkdlybuf4s50_1 520, or3_4 530, buf_4 760, buf_4 660, buf_4 550, buf_4 710
buf_4 480, nor4_1 160, clkdlybuf4s50_1 850
==> how the worst min path moves through the flow <==
| stage | end | from | slack, ps |
|---|---|---|---|
| after CTS | header_length_o[3] | data_i[579] | 24000 |
| after global routing | header_length_o[3] | data_i[579] | 24030 |
| final | header_length_o[3] | data_i[579] | 23950 |
==> cell type report <==
cell class / instances / area (um^2) / area share
well taps: 4950 / 6190 / 0.252
multi-input cells: 1157 / 6450 / 0.262
diodes: 40 / 100 / 0.00407
repair buffers: 1192 / 11800 / 0.481
inverters: 5 / 18.8 / 0.000763
Power and IR drop assume default switching activity.
